`flow/design.v`:
```
module  bib3 (
    input [8:0] buyruk,
    output reg [3:0] sonuc
);
    integer i, a, b, c, count;
    always@(buyruk) begin
        case (buyruk[8:6])
        default: sonuc = 4'b0000;
        3'b000: sonuc = buyruk[5:3] + buyruk[2:0];
        3'b001: sonuc = buyruk[5:3] - buyruk[2:0];
        3'b010: sonuc = buyruk[5:3] & buyruk[2:0];
        3'b011: sonuc = buyruk[5:3] | buyruk[2:0];
        3'b100: begin
            for (i = 0; i <= 4; i++)
                if (buyruk[i] == buyruk[i+1])
                    sonuc = 4'b1111;
                else
                    sonuc = 4'b0000;
        end
        3'b101: for (a = 0; a <= 5; a++) begin
                            if (buyruk[a] == 1)
                                sonuc = 4'b1111;
                            else
                            sonuc = 4'b0000;
        end
        3'b110: begin
             count = 0;
            for (b = 0; b <= 5; b++) begin
                if (buyruk[b] == 1)
                    count = count + 1;
            end
            if (count % 2 == 0)
                sonuc = 4'b1111;
            else
                sonuc = 4'b0000;
        end
        3'b111: begin
             count = 0;
            for (c = 0; c <= 5; c++)
                if (buyruk[c] == 1)
                count++;
                if (count % 2 == 0)
                    sonuc = 4'b0000;
                else
                    sonuc = 4'b1111;
        end
        endcase
    end
endmodule
```
`flow/run.sh`:
```
#!/bin/bash
# OpenROAD 26Q1-2900-gdf79404cd8, Yosys 0.63+post, stock flow scripts
make -C /OpenROAD-flow-scripts/flow DESIGN_CONFIG=/design/flow/config.mk WORK_HOME=/design/flow/orfs finish
```
`flow/config.mk`:
```
export PLATFORM = sky130hd
export DESIGN_NAME = bib3
export DESIGN_NICKNAME = bib3
export VERILOG_FILES = /design/flow/design.v
export SDC_FILE = /design/flow/constraint.sdc
export NUM_CORES = 4
export LEC_CHECK = 1
export CORE_AREA = 10 10 70 70
export DIE_AREA = 0 0 80 80
```
`flow/constraint.sdc`:
```
current_design bib3

set clk_period 3.9
set clk_io_pct 0.2

create_clock -name clk0 -period $clk_period

set non_clock_inputs [all_inputs -no_clocks]
set_input_delay [expr $clk_period * $clk_io_pct] -clock clk0 $non_clock_inputs
set_output_delay [expr $clk_period * $clk_io_pct] -clock clk0 [all_outputs]
```
==> out/results.txt <==
RSZ-0062 raised after global routing: no
grt met2 use: 0.06180
number of port buffers: 13
clock buffers: 0
CP cell instances: clkdlybuf4s50_1, inv_2, ha_4, mux2_4, buf_4, fa_2, nor2_1, a21oi_1, o21ai_1, dlygate4sd2_1
Initial DRC Count: 61
YS chip area: 374.1 µm²
Worst Path Required: 3120 ps
first-pass GRT wire length: 1904 µm
total track usage: 0.03585
vias: 396
Ys Warns: 1
Hold WC Path Type: in -> out
Synth Cell Area: 374.1 µm²
DRC viols: 0
layout cells sized above 1: 0.2603
Final Power: 0.00008990 W
Critical Path Source: buyruk[0]
# placed instances: 119
IO Count: 13
Cell Pwr Density: 137.1 mW/mm²
die width: 80 µm
fillcell total: 389
leakage power: 0.3128 nW
crit path kind: in -> out
Most Crowded Layer GR: met2
Yosys top cell by area: ha_1
Tcrit/Tclk final: 0.9528
element type at the critical path end: output port
post-synth top area share: 0.2007
vias in the first global route: 403
routed length per instance: 9.479 µm
GP Congestion: 0.8644
crit path DAT: 2940 ps
max-cap violations: 0
GR Overflow Total: 0
Fin. Hold Viols: 0
Setup TNS: 0 ps
FP Rows: 21
largest net degree at the start of global routing: 10
Peak VDD IR: 0.02750 mV
via/cell ratio: 3.328
worst setup margin: 184.2 ps
Core Region: 0.003416 mm²
max_slew headroom: 0.8221
CP peak stage delay: 510 ps
Worst Tran Pin Value: 266.8 ps
CP max stage cell: fa_2
number of diodes: 0
TritonRoute pass-1 iters: 4
Tmin final: 3716 ps
biggest area cells: ha_1 (20%), xnor2_1 (12%), o21ai_0 (8.0%)
flop count: 0
antenna-violating nets left: 0
Die Ht: 80 µm
Top cell excl fill/tap: buf_4
yosys stat cell total: 53
Routed WL: 1128 µm
Synth cell types: 21
stage-log warning count: 35
final std cells w/o fill: 119
CP max FO: 2
worst hold slack: 2186 ps
grt met1 use: 0.04639
Setup WS pre-CTS: -252.0 ps
dominant logic cell types in the final layout: buf_4 (9), clkdlybuf4s50_1 (7)
FF+latch area: 0 µm²
total die area: 0.006400 mm²
P&R area growth vs syn: 75.25%
GR met3 Demand/Resource: 0.009091
initial antenna violation count: 0
Critical Path Sink: sonuc[1]
Setup Buffers After CTS: 0
DP HPWL: 979.5 µm
hold-fix buffers at CTS: 0
Seq/Total Area, Yosys: 0
Peak Freq: 269.1 MHz
Avg Cell Area, Syn: 7.059 µm²
Initial Utilization: 0.1095
critical path launch point type: primary input
outcome: finished, final reports clean
Slew Limit Fails: 0
Final setup viols: 0
Syn Inst Count: 53
==> worst max-delay path, delay by kind of cell <==
family / cells / cell delay, ps
mux: 1 / 280
simple gates: 1 / 40
buf+inv: 4 / 950
compound gates: 2 / 180
fa+ha+maj: 2 / 720
==> per-stage QoR <==
step	util	instance area (µm²)
after floorplan	-	374.1
after global placement	0.1777	606.8
after detailed placement	0.1777	606.8
after CTS	0.1813	619.3
after global routing	0.1919	655.6
final	0.1919	655.6
==> synthesized netlist by cell type <==
| cell type | count |
|---|---|
| a21o_1 | 1 |
| a21oi_1 | 3 |
| buf_6 | 2 |
| fa_1 | 1 |
| ha_1 | 6 |
| inv_1 | 7 |
| inv_2 | 1 |
| mux2_2 | 1 |
| mux2i_1 | 1 |
| nand2_1 | 3 |
| nand3_1 | 1 |
| nor2_1 | 5 |
| nor3_1 | 1 |
| nor3b_1 | 1 |
| o2111ai_2 | 1 |
| o21ai_0 | 6 |
| o21ai_1 | 3 |
| o31ai_1 | 1 |
| or3_1 | 1 |
| xnor2_1 | 5 |
| xor2_1 | 2 |
==> final cells by class <==
cell class	count	area, µm²	area share
inverter	8	30.03	0.04580
tap	46	57.56	0.08779
timing repair buffer	22	205.2	0.3130
multi-input combinational	43	362.8	0.5534
==> per-layer routing <==
metal  vias up  wire, µm
li1        217         -
met1       172       491
met2         7       553
met3         0        83
met4         0         0
met5         -         0
==> logic make-up (layout without fill, tap and decap cells) <==
kind of cell	Yosys count	in the layout	share of synthesized area
simple gates	12	12	0.1438
xor+xnor	7	7	0.1639
buf+inv	10	30	0.1405
mux	2	2	0.05686
fa+ha+maj	7	7	0.2542
compound gates	15	15	0.2408
==> worst min-delay path by stage <==
stage | from | to | slack (ps) | depth (start not counted)
5_1_grt | buyruk[7] | sonuc[3] | 2260 | 4
6_report | buyruk[7] | sonuc[2] | 2190 | 5
4_1_cts | buyruk[8] | sonuc[3] | 2530 | 4
==> power by group <==
group,switching [W],internal [W]
logic,0.0000382,0.0000517
clock network,0,0
registers,0,0
total,0.0000382,0.0000517
==> repair_timing <==
action / 4_1_cts / 5_1_grt
setup endpoints to repair: 3 / 2
gates resized: 6 / 10
cloned: 0 / 0
pin swaps: 1 / 4
Power figures rest on the tool's default switching activity, not on a simulated workload.

<file path="design/flow/design.v">
module bib3Advanced (
    input clk,
    input basla,
    input [8:0] buyruk,
    output reg [3:0] sonuc,
    output reg bitti
);
    integer i, a, b, c, count;
    always@(posedge clk) begin
        if(basla) begin
            bitti <= 1'b0;
            case (buyruk[8:6])
                default: begin
                    sonuc <= 4'b0000;
                end
                3'b000: begin
                    sonuc <= buyruk[5:3] + buyruk[2:0];
                    bitti <= 1'b1;
                end
                3'b001: begin
                    sonuc <= buyruk[5:3] - buyruk[2:0];
                    bitti <= 1'b1;
                end
                3'b010: begin
                    sonuc <= buyruk[5:3] & buyruk[2:0];
                    bitti <= 1'b1;
                end
                3'b011: begin
                    sonuc <= buyruk[5:3] | buyruk[2:0];
                    bitti <= 1'b1;
                end
                3'b100: begin
                    for (i = 0; i <= 4; i++) begin
                        if (buyruk[i] == buyruk[i+1])
                            sonuc <= 4'b1111;
                        else
                            sonuc <= 4'b0000;
                    end
                    bitti <= 1'b1;
                end
                3'b101: begin
                    for (a = 0; a <= 5; a++) begin
                        if (buyruk[a] == 1)
                            sonuc <= 4'b1111;
                        else
                            sonuc <= 4'b0000;
                    end
                    bitti <= 1'b1;
                end
                3'b110: begin
                    count = 0;
                    for (b = 0; b <= 5; b++) begin
                        if (buyruk[b] == 1)
                            count = count + 1;
                    end
                    if (count % 2 == 0)
                        sonuc <= 4'b1111;
                    else
                        sonuc <= 4'b0000;
                    bitti <= 1'b1;
                end
                3'b111: begin
                    count = 0;
                    for (c = 0; c <= 5; c++)
                        if (buyruk[c] == 1)
                            count = count + 1;
                    if (count % 2 == 0)
                        sonuc <= 4'b0000;
                    else
                        sonuc <= 4'b1111;
                    bitti <= 1'b1;
                end
            endcase
        end
        else begin
            bitti <= 1'b0;
            sonuc <= 4'b0000;
        end
    end
endmodule
</file>
<file path="design/flow/run.sh">
#!/bin/bash
# OpenROAD 26Q1-2900-gdf79404cd8, Yosys 0.63+post, stock flow scripts
make -C /OpenROAD-flow-scripts/flow DESIGN_CONFIG=/design/flow/config.mk WORK_HOME=/design/flow/orfs finish
</file>
<file path="design/flow/config.mk">
export PLATFORM = sky130hd
export DESIGN_NAME = bib3Advanced
export DESIGN_NICKNAME = bib3Advanced
export VERILOG_FILES = /design/flow/design.v
export SDC_FILE = /design/flow/constraint.sdc
export NUM_CORES = 4
export LEC_CHECK = 1
export CORE_AREA = 10 10 70 70
export DIE_AREA = 0 0 80 80
</file>
<file path="design/flow/constraint.sdc">
current_design bib3Advanced

set clk_period 4.3
set clk_io_pct 0.2

create_clock -name clk0 -period $clk_period [get_ports {clk}]

set non_clock_inputs [all_inputs -no_clocks]
set_input_delay [expr $clk_period * $clk_io_pct] -clock clk0 $non_clock_inputs
set_output_delay [expr $clk_period * $clk_io_pct] -clock clk0 [all_outputs]
</file>
==> flow_metrics.env <==
# source this file to load flow results
export IMPL_final_core_util_pct=20.9
export IMPL_pin_count=16
export IMPL_clkTransAtPathRegs_ns=0.05
export IMPL_drc_errors=0
export IMPL_met1_length_um=535
export IMPL_grtUsageTotal_pct=3.67
export IMPL_cts_hold_buf=0
export IMPL_fin_crit_ns=2.90
export IMPL_cp_required_ns=4.42
export IMPL_crit_path_end_kind="flop"
export IMPL_rsz0062_at_grt="false"
export IMPL_fillers=388
export IMPL_finalCritPeriodShare_pct=67.5
export IMPL_syn_inst=58
export IMPL_synth_area_leader_cell="dfxtp_1"
export IMPL_drv_slew=0
export IMPL_wire_per_inst_um=9.53
export IMPL_tool_warnings=27
export IMPL_common_cells="inv_1 (7), ha_1 (6), a21oi_1 (5), dfxtp_1 (5), nor2_1 (5)"
export IMPL_port_buffers=15
export IMPL_crit_type="in -> reg"
export IMPL_whs_path_depth=1
export IMPL_insertedDiodeCount=0
export IMPL_vdd_drop_max_mv=0.0543
export IMPL_syn_area_um2=493
export IMPL_drt_iter0_drc=27
export IMPL_startpoint="buyruk[0]"
export IMPL_via_count=451
export IMPL_postSynthAreaPerCell_um2=8.50
export IMPL_ys_area_um2=493
export IMPL_chipArea_um2=6400
export IMPL_synth_cell_types=23
export IMPL_flop_cell="dfxtp_1"
export IMPL_yosysTopAreaCellShare_pct=20.3
export IMPL_antenna_found_initial=0
export IMPL_hp_class="in -> reg"
export IMPL_ys_flops=5
export IMPL_core_um2=3420
export IMPL_finalSetupTns_ns=0
export IMPL_ys_seq_share_pct=20.3
export IMPL_wirelength_mm=1.15
export IMPL_start_kind="primary input"
export IMPL_relSlewSlack_pct=76.9
export IMPL_row_count=21
export IMPL_cp_endpoint="sonuc[2]"
export IMPL_wl_met2_um=521
export IMPL_clockBufferDepth=2
export IMPL_top_layer="met4"
export IMPL_area_growth_pct=44.7
export IMPL_grt_max_degree=11
export IMPL_timing_hold_ws_ns=1.17
export IMPL_overflow=0
export IMPL_crit_arrival_ns=3.02
export IMPL_synth_edff_count=0
export IMPL_outcome="completed"
export IMPL_synth_warning_count=1
export IMPL_worst_pin_slew_ns=0.345
export IMPL_p_per_area_nw_per_um2=247
export IMPL_cts_sinks=5
export IMPL_fmax_ghz=0.345
export IMPL_finalSetupViolations=0
export IMPL_grt_first_pass_wirelength_mm=2.00
export IMPL_htree_levels=1
export IMPL_gp_congestion=0.781
export IMPL_ys_cells=58
export IMPL_hpwl_mm=1.02
export IMPL_die_w_um=80
export IMPL_synth_most_common_cell="inv_1"
export IMPL_die_size_y_um=80
export IMPL_cts_tree="built"
export IMPL_dr_wl_met3_um=70
export IMPL_cp_max_fo=4
export IMPL_p_leak_nw=0.301
export IMPL_cts_resized=0
export IMPL_via_per_inst=3.73
export IMPL_cap_violations=0
export IMPL_fp_util_pct=14.4
export IMPL_postCtsSetupBuffers=0
export IMPL_first_pass_iters=3
export IMPL_topCellsByArea="dfxtp_1 (20%), ha_1 (15%), inv_1 (5.3%)"
export IMPL_layout_drive_gt1_share_pct=8.00
export IMPL_grt_pass1_vias=489
export IMPL_ant_nets=0
export IMPL_finalHoldViolCount=0
export IMPL_cts_buffers=3
export IMPL_clock_root_buffer="clkbuf_4"
export IMPL_synth_async_sr_flop_share_pct=0
[kinds of logic (layout without fill, tap and decap cells)]
kind of cell               Yosys count  count (layout)  synth area share (%)
adders and majority gates            8               8                  21.3
muxes                                2               2                  4.06
DFF                                  5               5                  20.3
xor gates and xnor gates             7               7                  15.2
and+or+nand+nor                     13              13                  11.9
buffers and inverters                9              26                  8.38
AOI/OAI and AO/OA                   14              14                  18.8
[through the flow]
stage / worst slack, ns / cells / power (W) / area [µm²]
after CTS: 1.41 / 121 / 0.000180 / 713
after floorplan: 1.72 / 58 / 0.0000946 / 493
after global placement: 1.18 / 117 / 0.000123 / 686
after detailed placement: 1.15 / 117 / 0.000124 / 686
after global routing: 1.18 / 121 / 0.000192 / 713
final: 1.40 / 121 / 0.000176 / 713
[layer usage]
layer	track usage, %	vias up
met5	0	-
met4	1.06	0
met3	0.682	2
met2	6.10	10
met1	4.70	203
li1	-	236
[sequential cells by signal, indices dropped and copies added (netlist names)]
name,cells
sonuc,4
bitti,1
[cells in the final DEF (no fill, tap or decap), types with 2 or more instances in the layout]
cell type	synthesis	routed
clkdlybuf4s50_1	0	15
inv_1	7	7
ha_1	6	6
nor2_1	5	5
a21oi_1	5	5
dfxtp_1	5	5
nand2_1	3	3
xnor2_1	3	3
xor2_1	3	3
o21ai_0	3	3
nor3_1	3	3
clkbuf_4	0	3
mux2i_1	2	2
a211oi_1	2	2
[worst min path at each step]
stage / end / from
CTS: bitti / basla
finish: bitti / basla
global route: bitti / basla
[worst max-delay path, stage by stage]
cell and delay [ns]:
clkdlybuf4s50_1 0.54, inv_1 0.08, ha_1 0.32, mux2i_1 0.21
inv_1 0.09, fa_1 0.41, xor2_1 0.16, nor2_1 0.05
a211oi_1 0.24, nor3_1 0.07
[cell type report]
type                            count  area [µm²]  share of cell area, %
Clock buffer                        3        22.5                   3.16
Clock inverter                      1        5.00                  0.702
Inverter                            7        26.3                   3.68
Multi-Input combinational cell     44         352                   49.3
Sequential cell                     5         100                   14.0
Tap cell                           46        57.6                   8.07
Timing Repair Buffer               15         150                   21.1
[report_power, final]
group	total, W	internal (W)	switching, W
logic	0.0000701	0.0000389	0.0000312
registers	0.0000526	0.0000515	0.00000113
clock network	0.0000535	0.0000337	0.0000198
Power and IR drop assume default switching activity.

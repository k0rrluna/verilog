### flow/design.v
module bibp #(parameter N = 3) (
    input [(N*2)+2:0] buyruk,
    output reg [N:0] sonuc
);
    integer i, a, b, c, count;
    always @(buyruk) begin
        case (buyruk[(N*2)+2:N*2])
            default: sonuc = {(N+1){1'b0}};
            3'b000: sonuc = buyruk[(N*2)-1:(N*2)-3] + buyruk[(N*2)-4:0];
            3'b001: sonuc = buyruk[(N*2)-1:(N*2)-3] - buyruk[(N*2)-4:0];
            3'b010: sonuc = buyruk[(N*2)-1:(N*2)-3] & buyruk[(N*2)-4:0];
            3'b011: sonuc = buyruk[(N*2)-1:(N*2)-3] | buyruk[(N*2)-4:0];
            3'b100: begin
            for (i = 0; i <= (N*2)-2; i++)
                if (buyruk[i] == buyruk[i+1])
                    sonuc = {(N+1){1'b1}};
                else
                    sonuc = {(N+1){1'b0}};
            end
            3'b101: begin
                sonuc = {(N+1){1'b0}};
                for (a = 0; a < (N*2); a++) begin
                    if (buyruk[a] == 1)
                        sonuc =  {(N+1){1'b1}};
                end
            end
            3'b110: begin
                count = 0;
                for (b = 0; b < (N*2); b++) begin
                    if (buyruk[b] == 1)
                        count = count + 1;
                end
                if (count % 2 == 0)
                    sonuc = {(N+1){1'b1}};
                else
                    sonuc = {(N+1){1'b0}};
            end
            3'b111: begin
                count = 0;
                for (c = 0; c < (N*2); c++) begin
                    if (buyruk[c] == 1)
                        count = count + 1;
                end
                if (count % 2 == 0)
                    sonuc = {(N+1){1'b0}};
                else
                    sonuc = {(N+1){1'b1}};
            end
        endcase
    end
endmodule
### flow/run.sh
#!/bin/bash
# OpenROAD 26Q1-2900-gdf79404cd8, Yosys 0.63+post, stock flow scripts
make -C /OpenROAD-flow-scripts/flow DESIGN_CONFIG=/design/flow/config.mk WORK_HOME=/design/flow/orfs finish
### flow/config.mk
export PLATFORM = sky130hd
export DESIGN_NAME = bibp
export DESIGN_NICKNAME = bibp
export VERILOG_FILES = /design/flow/design.v
export SDC_FILE = /design/flow/constraint.sdc
export NUM_CORES = 4
export LEC_CHECK = 1
export CORE_AREA = 10 10 70 70
export DIE_AREA = 0 0 80 80
### flow/constraint.sdc
current_design bibp

set clk_period 3.1
set clk_io_pct 0.2

create_clock -name clk0 -period $clk_period

set non_clock_inputs [all_inputs -no_clocks]
set_input_delay [expr $clk_period * $clk_io_pct] -clock clk0 $non_clock_inputs
set_output_delay [expr $clk_period * $clk_io_pct] -clock clk0 [all_outputs]
==> results.ini <==
[final_timing]
timing_hold_violations_final = 0
relSlewSlack_pct = 84.6
min_period_ns = 2.97
slew_violations = 0
worst_slew_pin_slew_ns = 0.230
post-route-period-util_pct = 95.9
finalSetupViolCount = 0
fmaxAchievable_mhz = 337
rsz0062_at_grt = no
setup_ws_ns = 0.128

[placed_design]
placed_area_um2 = 716
place_worst_setup_slack_ns = -0.709
portBuffers = 13
place_hpwl_um = 961
dpl.cell_count = 128
gp_congestion = 0.748

[synth]
yosys_cells = 54
common_cells = inv_1, ha_1, xnor2_1
avgSynthCellArea_um2 = 7.69
synth_area_leader_cell = ha_1
area_leaders = ha_1, xnor2_1, inv_1, fa_1, mux2i_1
yosysSeqAreaShare_pct = 0
ys_warn_count = 1
synth_adder_area_share_pct = 28.3
syn_area_um2 = 415
most_common_cell = inv_1
ys_sh_mux_pct = 7.53
top_area_share_pct = 21.1
syn_inst = 54
ys_sh_aoi_pct = 23.5
ys_types = 26
xor_share_pct = 16.6
yosysChipArea_um2 = 415
synth.logic.top_family = adder cells
simple_gate_area_share_pct = 11.4

[clock_network]
postCtsHoldBufs = 0

[grt]
grt_usage_pct = 3.47
grt_pass1_wl_um = 1930
antenna_found_initial = 0
grt_pass1_vias = 475
grt_max_degree = 11
grt_overflow = 0

[power]
powerDensity_nw_per_um2 = 166
ir_drop_mv = 0.0303
power_leakage_nw = 0.361
total_power_mw = 0.124

[drt]
firstDrtPassIters = 6
drtIter0Drc = 12
wl_per_cell_um = 8.36
drc = 0
vias = 460
ant_nets = 0
diodes = 0
totalWireLength_um = 1100
post_drt_via_cell_ratio = 3.48

[layout]
nClkBuffers = 0
register_area_um2 = 0
num-fill-cells = 379
fin_util_pct = 21.9
drive_gt1_share_pct = 46.5
layoutNonFillerInstCount = 132
stdcell_area_um2 = 747
area_growth_syn_to_layout_pct = 79.8
flops = 0

[min_path]
hold_class = in -> out
min_from = buyruk[8]

[floorplanning]
die_x_um = 80
pin_count = 13
die_h_um = 80
initial_core_util_pct = 12.2
die-area_um2 = 6400
core_um2 = 3420
num_rows = 21

[status]
status = finished clean

[worst_setup_path]
worstSetupEndpointType = output pin
criticalPathCategory = in -> out
crit_path_start = buyruk[3]
cp_max_fo = 3
startpoint_type = input port
worst_ep_arrival_time_ns = 2.35
required_ns = 2.48

[job]
warnings = 34
drv_cap = 0

==> per-stage QoR <==
step                setup TNS (ns)  hold WS [ns]
floorplan                        0          1.27
global placement             -2.16          2.34
detailed placement           -2.28          2.34
CTS                              0          1.77
global route                     0          1.69
finish                           0          1.66
==> logic make-up after synthesis <==
family	after synthesis
xor+xnor	7
fa+ha+maj	9
mux	3
compound gates	15
simple gates	8
buf+inv	12
==> worst paths after layout <==
| kind | cells after the start | end |
|---|---|---|
| min | 4 | sonuc[2] |
| max | 10 | sonuc[2] |
==> timing repair <==
item,CTS,global route
setup endpoints to repair,4,3
cloned,0,0
pin swaps,11,7
resized,23,12
setup buffers,3,1
==> critical path, cell delays in order <==
cell and delay, ns:
clkdlybuf4s50_1 0.47, buf_4 0.12, and4bb_1 0.22, o31ai_2 0.27, buf_4 0.15, buf_4 0.09
buf_4 0.08, nand2_1 0.04, a31oi_1 0.17, clkbuf_2 0.12
==> area by class of cell <==
cell class / count / area, µm² / share of cell area (%)
Inverter: 10 / 37.5 / 5.03
Multi-Input combinational cell: 42 / 403 / 53.9
Tap cell: 46 / 57.6 / 7.71
Timing Repair Buffer: 34 / 249 / 33.3
==> where the power goes <==
part	switching [mW]	internal (mW)	total (mW)
Combinational	0.0517	0.0725	0.124
Sequential	0	0	0
Clock	0	0	0
Total	0.0517	0.0725	0.124
==> per-layer routing <==
layer  GRT usage, %  vias to the layer above  share of wire, %
li1               -                      250                 -
met1           4.57                      199                47
met2           5.62                       11                41
met3           1.25                        0                12
met4              0                        0                 0
met5              0                        -                 0
==> cells in the final DEF, fill, tap and decap left out <==
| master | count |
|---|---|
| buf_4 | 21 |
| inv_1 | 8 |
| clkbuf_2 | 6 |
| xnor2_1 | 5 |
| ha_1 | 5 |
| o21ai_0 | 3 |
| nand2_1 | 3 |
| o21ai_1 | 3 |
| dlygate4sd2_1 | 3 |
| clkdlybuf4s50_1 | 3 |
| inv_2 | 2 |
| mux2i_1 | 2 |
| a31oi_1 | 2 |
| nor3b_2 | 1 |
| mux2_4 | 1 |
| a21o_1 | 1 |
| a21oi_2 | 1 |
| xnor2_2 | 1 |
| and4bb_1 | 1 |
| nor2b_1 | 1 |
| o31ai_2 | 1 |
| and3_1 | 1 |
| a31oi_2 | 1 |
| o31ai_1 | 1 |
| maj3_1 | 1 |
| xor2_1 | 1 |
| nor2_1 | 1 |
| a211oi_2 | 1 |
| o211ai_1 | 1 |
| fa_2 | 1 |
| ha_4 | 1 |
| ha_2 | 1 |
| buf_2 | 1 |
Power and IR drop assume default switching activity.
